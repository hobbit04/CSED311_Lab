==> ./design.v <==
module alu (input [3:0] alu_op,  
            input [31:0] alu_in_1,
            input [31:0] alu_in_2,
            output reg [31:0] alu_result,
            output reg alu_bcond);
    always @(*) begin
        alu_result = 32'b0;
        alu_bcond  = 1'b0;
        case(alu_op) 
            4'b0000 : alu_result = alu_in_1 + alu_in_2;
            4'b0001 : alu_result = alu_in_1 - alu_in_2;
            4'b0010 : alu_bcond = (alu_in_1 == alu_in_2); 
            4'b0011 : alu_bcond = (alu_in_1 != alu_in_2);
            4'b0110 : alu_bcond = ($signed(alu_in_1) < $signed(alu_in_2));
            4'b0111 : alu_bcond = ($signed(alu_in_1) >= $signed(alu_in_2));            
            4'b0100 : alu_result = alu_in_1 & alu_in_2;
            4'b0101 : alu_result = alu_in_1 | alu_in_2;
            4'b1000 : alu_result = alu_in_1 ^ alu_in_2;
            4'b1010 : alu_result = alu_in_1 << alu_in_2; 
            4'b1011 : alu_result = alu_in_1 >> alu_in_2; 
            4'b1101 : alu_result = alu_in_1 >>> 1'b1;
            4'b1111 : alu_result = 0;
            default : ;
        endcase
    end
endmodule
==> ./run.sh <==
#!/bin/bash
# OpenROAD 26Q1-2900-gdf79404cd8, Yosys 0.63+post, stock flow scripts
make -C /OpenROAD-flow-scripts/flow DESIGN_CONFIG=/design/flow/config.mk WORK_HOME=/design/flow/orfs finish
==> ./config.mk <==
export PLATFORM = sky130hd
export DESIGN_NAME = alu
export DESIGN_NICKNAME = alu
export VERILOG_FILES = /design/flow/design.v
export SDC_FILE = /design/flow/constraint.sdc
export NUM_CORES = 4
export LEC_CHECK = 1
export CORE_UTILIZATION = 50
==> ./constraint.sdc <==
current_design alu

set clk_period 28.6
set clk_io_pct 0.2

create_clock -name clk0 -period $clk_period

set non_clock_inputs [all_inputs -no_clocks]
set_input_delay [expr $clk_period * $clk_io_pct] -clock clk0 $non_clock_inputs
set_output_delay [expr $clk_period * $clk_io_pct] -clock clk0 [all_outputs]
==> summary.txt <==
status: completed
top cells by area, synth: ha_1 (16%), mux4_2 (7.7%), a21oi_1 (7.0%)
global-route usage over all layers: 44.49%
OpenROAD warning count: 114
initial antenna violation count: 0
IO Port Bufs: 101
top cell type by total area after synthesis: ha_1
DP Area: 10120 µm²
DRT Wirelength: 41.10 mm
drt first-iter violations: 1422
hold slack: 12710 ps
routed len/inst: 25.80 µm
clock buffer count: 0
grt total ovfl: 0
# Post-CTS Setup Buffers: 0
FP Util: 51.94%
RSZ-0062 raised after global routing: no
die area: 18760 µm²
most used cell, CP: a21oi_2
num rows: 48
HPWL after DPL: 31.60 mm
DR vias/cell: 7.048
Max FO, Critical Path: 60
DR pass1 iterations: 6
Slew @ Worst Pin: 876.7 ps
Rel. slew slack: 40.79%
Fill cells: 1750
min Tclk post-route: 16260 ps
Hold Path Class: input port to output port
critical path type: input port to output port
final hold vios: 0
fin. max-slew vios: 0
Setup crit start kind: input port
critical path data arrival time: 10540 ps
Synth Area per Inst: 6.727 µm²
VDD IR max: 0.00002454 V
Logic area: 8267 µm²
Vias: 11230
post-route setup slack: 12340 ps
CTS resizes: 0
maxcap violations: 0
Flops: 0
Area growth syn-to-layout: 11.11%
Seq share, synth: 0%
vias in the first global route: 10130
Worst setup EP type: output port
fmax: 0.06149 GHz
GPL Wtd Cong: 1.043
top-count cell post-synth: nor2_1
CP Cell Sequence: buf_2, buf_4, clkinv_1, ha_1, inv_2, o221ai_2, a2111o_1, a21oi_2, o41ai_4, a21oi_2, o21ai_2, nor4_4, o31ai_1, a2111oi_2, clkdlybuf4s50_1
netlist area before placement: 9109 µm²
fin crit share: 56.86%
Yosys warnings: 1
pwr dens: 17.85 nW/µm²
setup TNS: 0 ps
final setup fails: 0
layout cells sized above 1: 8.266%
Synth Instances: 1354
Design Area, Final: 10120 µm²
Core ar.: 17540 µm²
Final ANT Viol Nets: 0
number of placed I/O pins: 101
die width: 137.0 µm
static leakage: 4.164 nW
crit path DRT: 22880 ps
YS chip area: 9109 µm²
slowest cell on the critical path: clkinv_1
max incr delay on CP: 690 ps
most frequent cells after synthesis: nor2_1 (150), a21oi_1 (128), ha_1 (113)
Cell Type Count: 86
Hold Buf Count CTS: 0
pin count of the biggest net entering global routing: 68
DRC Markers: 0
post-synthesis cell count from yosys: 1354
Die Y: 137.0 µm
Max-area cell share: 15.52%
Place WS: 12460 ps
FF/Latch Area: 0 µm²
global-route wire length before repair: 61.57 mm
==> metal layers <==
| layer | global-route usage [%] | vias up | part of all wire (%) |
|---|---|---|---|
| li1 | - | 5105 | - |
| met1 | 62.72 | 5180 | 41 |
| met2 | 63.44 | 819 | 42 |
| met3 | 13.42 | 123 | 13 |
| met4 | 16.85 | 0 | 4.3 |
| met5 | 0 | - | 0 |
==> where the power goes <==
part	switching, mW	internal, mW
sequential	0	0
clock	0	-0.00000000000000349
combinational	0.109	0.0717
total	0.109	0.0717
==> worst max-delay path, delay by kind of cell <==
| family | cells | cell delay, ps |
|---|---|---|
| buffers and inverters | 5 | 1950 |
| adders and majority gates | 1 | 640 |
| AOI/OAI and AO/OA | 8 | 1940 |
| and+or+nand+nor | 1 | 250 |
==> placed cells by master (no fill, tap or decap), types with 10 or more instances in the layout <==
cell	count
a211oi_1	20
a21o_1	15
a21oi_1	128
a221o_1	13
a221oi_1	32
a31oi_1	19
and2_1	11
and3_1	10
buf_4	32
clkdlybuf4s50_1	96
ha_1	113
inv_1	87
mux2_2	11
mux2i_1	58
mux4_2	31
nand2_1	96
nand3_1	33
nor2_1	149
nor2b_1	10
nor3_1	44
nor4_1	23
o211ai_1	22
o21ai_0	107
o21ai_1	11
o22ai_1	14
o31ai_1	15
==> worst paths after layout <==
check	to	from	cells past startpoint	slack [ps]
worst min-delay path	alu_result[0]	alu_in_2[4]	5	12710
worst max-delay path	alu_bcond	alu_in_2[4]	15	12340
==> stage by stage <==
stage | std cells | total power [mW] | utilization [%]
finish | 1593 | 0.1806 | 57.71
global route | 1592 | 0.1929 | 57.70
CTS | 1592 | 0.1750 | 57.70
detailed placement | 1592 | 0.1739 | 57.70
global placement | 1592 | 0.1742 | 57.70
floorplan | 1354 | 0.1090 | -
==> layout make-up <==
| class | count | area share, % |
|---|---|---|
| multi-input cells | 1142 | 81.68 |
| repair buffers | 132 | 12.07 |
| inverters | 93 | 3.449 |
| well taps | 225 | 2.782 |
| diodes | 1 | 0.02472 |
==> cells by family (layout without fill, tap and decap cells) <==
kind of cell,count (synthesis),in the layout,synth area share (%)
other,0,1,0
adders and majority gates,115,115,15.96
xor gates and xnor gates,9,9,0.8654
AOI/OAI and AO/OA,500,500,36.80
and+or+nand+nor,418,418,21.58
muxes,100,100,15.40
buffers and inverters,212,225,9.396
Power figures rest on the tool's default switching activity, not on a simulated workload.

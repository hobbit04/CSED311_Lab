[./design.v]
module ALU (input [3:0] ALUControl,  
            input [31:0] alu_in_1,
            input [31:0] alu_in_2,
            output reg [31:0] alu_result,
            output reg alu_bcond);
    always @(*) begin
        alu_result = 32'b0;
        alu_bcond  = 1'b0;
        case(ALUControl) 
            4'b0000 : alu_result = alu_in_1 + alu_in_2;
            4'b0001 : alu_result = alu_in_1 - alu_in_2;
            4'b0010 : alu_bcond = (alu_in_1 == alu_in_2); 
            4'b0011 : alu_bcond = (alu_in_1 != alu_in_2);
            4'b0110 : alu_bcond = ($signed(alu_in_1) < $signed(alu_in_2));
            4'b0111 : alu_bcond = ($signed(alu_in_1) >= $signed(alu_in_2));
            4'b0100 : alu_result = alu_in_1 & alu_in_2;
            4'b0101 : alu_result = alu_in_1 | alu_in_2;
            4'b1000 : alu_result = alu_in_1 ^ alu_in_2;
            4'b1010 : alu_result = alu_in_1 << alu_in_2[4:0]; 
            4'b1011 : alu_result = alu_in_1 >> alu_in_2[4:0]; 
            4'b1101 : alu_result = alu_in_1 >>> alu_in_2[4:0];
            4'b1111 : alu_result = 0;
            default : ;
        endcase
    end
endmodule
[./run.sh]
#!/bin/bash
# OpenROAD 26Q1-2900-gdf79404cd8, Yosys 0.63+post, stock flow scripts
make -C /OpenROAD-flow-scripts/flow DESIGN_CONFIG=/design/flow/config.mk WORK_HOME=/design/flow/orfs finish
[./config.mk]
export PLATFORM = sky130hd
export DESIGN_NAME = ALU
export DESIGN_NICKNAME = ALU
export VERILOG_FILES = /design/flow/design.v
export SDC_FILE = /design/flow/constraint.sdc
export NUM_CORES = 4
export LEC_CHECK = 1
export CORE_UTILIZATION = 40
[./constraint.sdc]
current_design ALU

set clk_period 16.9
set clk_io_pct 0.2

create_clock -name clk0 -period $clk_period

set non_clock_inputs [all_inputs -no_clocks]
set_input_delay [expr $clk_period * $clk_io_pct] -clock clk0 $non_clock_inputs
set_output_delay [expr $clk_period * $clk_io_pct] -clock clk0 [all_outputs]
==> summary.txt <==
This memo summarizes the results of the implementation run.

Run status
The flow ran to the end, and the final reports show no timing, DRC or antenna violations.

Final timing
The slew of the pin with the lowest slew margin is 0.990 ns. The period utilization is 0.676. The final report lists the setup-violating endpoint count as 0. The setup TNS is 0 ns. Setup repair after global routing left no endpoint under its margin. The worst relative slew slack is 0.333. The final timing report lists a max-slew violation count of 0. The final critical path time including I/O delays and setup is 11.43 ns. For reference, the final report shows the hold violation count at 0. Static timing analysis puts the maximum clock frequency at 87.5 MHz.

Logic synthesis
The synthesized netlist handed to floorplanning was reported with a cell count of 1356. The portion of synthesized cell area occupied by the leading cell type is 0.154. Yosys stat counts 1356 cells in the synthesized netlist. Per Yosys stat, the portion of area used by sequential elements is 0. The total of warnings raised by yosys is 1. The synthesized design spends more area on one cell type than any other, namely ha_1. The synthesized area per cell is 6.59 um^2. The post-synth design cell area is 0.00893 mm^2.

The chip area line in the Yosys stat output reads 0.00893 mm^2. For reference, the top cells by area after synthesis are ha_1 (15%), a21oi_1 (7.5%), nor2_1 (7.0%). The number of different library cells in the post-synthesis netlist is 74.

Drt
Across all layers, the routed design uses 11.2k vias. The final layout contains routed wiring with a total length of 45400 um. In the final routed layout, each cell accounts on average for 27.4 um. The script logs the ratio of routed vias to standard cells as 6.76. Nets still carrying antenna violations after routing amount to 0. The iteration count recorded for the first detailed-route pass is 5.

The number of diodes added for antenna fixing is 0. The routed layout reports a DRC error count of 0. The number of design-rule violations left by the first detailed-router iteration is 1329.

Pwr
The highest supply drop recorded on VDD is 0.0159 mV. Per the summary, power density relative to cell area is 35.2 mW/mm^2. The analysis attributes to cell leakage a power of 4.14 nW.

Critical path
The worst setup path is captured at a primary output. Per STA, the highest per-stage delay on the worst path measures 0.85 ns. The critical path startpoint category is an input port. The cell type of the slowest stage on the worst timing path is o21ai_0. The critical path endpoint has a required time of 13.52 ns. The cell sequence reported for the critical path is buf_2 > buf_4 > inv_2 > buf_4 > ha_1 > nor2_1 > o311a_1 > o211ai_1 > o21ai_0 > a21oi_1 > o21ai_0 > a221oi_1 > o221ai_1 > clkdlybuf4s50_1. The largest fanout of any net on the critical path is 60. Data on the critical path arrives at its endpoint at 8.05 ns. The worst setup path is of the input port to primary output kind.

Final layout
Summing all non-filler instances in the final layout gives an area of 0.0101 mm^2. The area growth from synthesis to layout is 12.7%. Once layout is complete, the cells apart from fillers number 1657. The combined flip-flop and latch cell area is 0 um^2. The count of clock-net buffers in the final layout is 0. The fraction of layout instances using a drive strength above 1 is 0.0690.

The count of flip-flops and latches is 0.

Hold path
The depth of the worst hold-timing path is 7. The path class of the tightest hold or removal check is input port to primary output.

Floorplan
The area of the placeable core is 0.0219 mm^2. The die boundary width is 151 um. The share of the core filled by cells before placement is 0.408.

According to the floorplan log, the row count is 54. In this run the full chip footprint comes out at 0.0229 mm^2. The number of top-level pins is 101. In this run the vertical extent of the chip is 151 um.

CTS
The total setup buffers inserted after CTS is 0. Buffers inserted to repair hold after CTS numbered 0. In this run, post-CTS repair resized a total of 0 instances.

Global route
The overall routing resource usage is 0.399. The largest net degree at the start of global routing is 75. The initial antenna violation count is 1. The first global-routing pass estimated 65100 um of wire.

Per the GRT congestion report, total overflow comes to 0. The via count of the first global-routing pass was 9859.

Place
The weighted congestion reported at the end of routability-driven placement is 1.04. The number of placed cells counting well taps is 1657. The cell area after placement is 0.0101 mm^2. During placement, the flow inserted port buffers numbering 101. The HPWL after detailed placement is 36100 um.

Flow run
The total tool warning count is 110. Across the run, the number of max-cap violations was 0.
[layout by cell type, fill, tap and decap left out, types with 13 or more instances in the layout]
cell,synthesis,final
a211oi_1,34,34
a21o_1,13,13
a21oi_1,134,134
a221oi_1,22,22
buf_4,2,26
clkdlybuf4s50_1,0,97
ha_1,110,110
inv_1,93,93
mux2_2,25,25
mux2i_1,45,45
mux4_2,24,24
nand2_1,122,122
nand2b_1,21,21
nand3_1,27,27
nor2_1,166,165
nor2b_1,15,15
nor3_1,33,33
o211ai_1,37,37
o21ai_0,89,89
o22ai_1,19,19
[stage by stage]
step	hold WS, ns	utilization	power (mW)	setup WS (ns)
6_report	7.92	0.460	0.354	5.47
5_1_grt	7.97	0.460	0.377	5.32
4_1_cts	7.93	0.460	0.343	5.77
3_5_place_dp	7.92	0.460	0.341	5.78
3_3_place_gp	7.93	0.460	0.343	5.69
2_1_floorplan	7.00	-	0.201	6.86
[where the power goes]
part	leakage, nW	internal, mW	total, mW	switching (mW)
Clock	0	0	0	0
Sequential	0	0	0	0
Combinational	4.14	0.133	0.354	0.221
[worst max-delay path: cells and delay by family]
family / cells / cell delay [ns]
adder cells (fa/ha/maj): 1 / 0.39
buffers and inverters: 5 / 1.48
AND-OR/OR-AND: 7 / 2.61
AND/OR/NAND/NOR: 1 / 0.16
[synth_stat cells, types with 5 or more instances]
library cell and n:
a31oi_1 12, and2_1 9, mux4_2 24, nor2_1 166
nand4_1 10, nor4b_1 6, ha_1 110, o2111ai_1 8
o21bai_1 11, buf_2 8, a2111oi_0 6, nor4_1 6
nor3_1 33, nor2b_1 15, a21o_1 13, o22ai_1 19
a211o_1 11, or2_2 6, o221ai_1 12, a211oi_1 34
inv_1 93, mux2i_1 45, or3_1 12, a22oi_1 5
o211ai_1 37, o311ai_0 7, o31ai_1 11, o21ai_0 89
and3_1 7, buf_1 12, or4_1 5, mux2_2 25
nand2_1 122, nand3_1 27, a221oi_1 22, clkbuf_1 82
nand2b_1 21, a221o_1 10, a21oi_1 134
[layout make-up]
| type | instances | area, um^2 |
|---|---|---|
| Timing Repair Buffer | 126 | 1180 |
| Multi-Input combinational cell | 1156 | 8180 |
| Fill cell | 2319 | 11800 |
| Inverter | 95 | 357 |
| Tap cell | 280 | 350 |
[kinds of logic (layout without fill, tap and decap cells)]
logic type,Yosys count,count (layout),synth area share
muxes,98,98,0.152
buffers and inverters,200,221,0.0868
AOI/OAI and AO/OA,483,483,0.360
adders and majority gates,112,112,0.159
xor gates and xnor gates,3,3,0.00294
and+or+nand+nor,460,460,0.240
[routing by layer]
layer	vias to the layer above	global-route usage	wire, um
met5	-	0	12
met2	617	0.552	18300
met3	68	0.106	5130
met4	2	0.0975	1250
li1	5117	-	-
met1	5395	0.606	20700
[final timing paths]
kind	startpoint	to	slack, ns
worst min-delay path	alu_in_2[3]	alu_result[12]	7.92
worst max-delay path	alu_in_2[1]	alu_result[21]	5.47
Power and IR drop assume default switching activity.

===== flow/run.sh =====
#!/bin/bash
# OpenROAD 26Q1-2900-gdf79404cd8, Yosys 0.63+post, stock flow scripts
make -C /OpenROAD-flow-scripts/flow DESIGN_CONFIG=/design/flow/config.mk WORK_HOME=/design/flow/orfs finish

===== flow/config.mk =====
export PLATFORM = sky130hd
export DESIGN_NAME = BranchPredictor_AlwaysTaken
export DESIGN_NICKNAME = BranchPredictor_AlwaysTaken
export VERILOG_FILES = /design/flow/design.v
export SDC_FILE = /design/flow/constraint.sdc
export NUM_CORES = 4
export LEC_CHECK = 1
export CORE_UTILIZATION = 30

===== flow/constraint.sdc =====
current_design BranchPredictor_AlwaysTaken

set clk_period 53.4
set clk_io_pct 0.2

create_clock -name clk0 -period $clk_period [get_ports {clk}]

set non_clock_inputs [all_inputs -no_clocks]
set_input_delay [expr $clk_period * $clk_io_pct] -clock clk0 $non_clock_inputs
set_output_delay [expr $clk_period * $clk_io_pct] -clock clk0 [all_outputs]

===== flow/design.v =====
module BranchPredictor_AlwaysTaken(
    input reset,
    input clk,
    input [31:0] update_pc,
    input [31:0] update_BTB,
    input update_taken,
    input [31:0] current_pc,
    output [31:0] predicted_next_pc,
    output predicted_branch_taken
    );
	integer i;
	wire [4:0] update_index;
	wire [4:0] predict_index;
	assign update_index = update_pc[4:0];
	assign predict_index = current_pc[4:0];
	reg [31:0] 		BTB[0:31];  
	reg [26:0] 		tag[0:31];  
	reg 	 	  valid[0:31];
	always @(posedge clk) begin
		if (reset) begin
    		for (i = 0; i < 32; i = i + 1) begin
    			BTB[i] <= 32'b0;
				tag[i] <= 27'b0;
				valid[i] <= 1'b0;
			end
    	end
    	else begin
			if (update_pc != ~32'b0) begin
				tag[update_index] <= update_pc[31:5];
				BTB[update_index] <= update_BTB;
				valid[update_index] <= 1'b1;
			end
    	end
  	end
	assign predicted_next_pc = (valid[predict_index]) && (tag[predict_index] == current_pc[31:5])
								? BTB[predict_index]
								: current_pc + 4;
	assign predicted_branch_taken = (valid[predict_index]) && (tag[predict_index] == current_pc[31:5])
								? 1'b1
								: 1'b0;
endmodule

==> flow_summary.ini <==
; yosys + openroad results
[logic_synthesis]
top_area_share_pct = 64.6
syn_area_mm2 = 0.0878
synthTopCellsByArea = edfxtp_1 (65%), mux4_2 (12%), and2_1 (11%)
yosys_warnings = 1
ys_area_mm2 = 0.0878
synthFlopType = edfxtp_1
ys_cells = 5634
synth_cell_types = 57
postSynthCellCount = 5634
most_common_cell = edfxtp_1
avgSynthCellArea_um2 = 15.6
ys_ff = 1920
ys_async_sr_fraction_pct = 0
largest_area_cell = edfxtp_1
yosys-top-cells-count = edfxtp_1 (1888), and2_1 (1570), clkbuf_1 (492)
synth_seq_share_pct = 65.3
edf_count = 1888

[drt]
vias = 49978
drt_wl_total_um = 294000
drt_pass1_iterations = 6
drc = 0
vias_per_cell = 5.16
wl_per_cell_um = 30.3
antenna_left = 0
drt_iter0_markers = 3382

[final_layout]
drive_gt1_share_pct = 19.1
area_growth_pct = 14.2
stdcell_count = 9691
fin_area_mm2 = 0.100
final_core_util_pct = 34.5

[timing]
finalMaxSlewViolations = 0
tns_ps = 0
rsz0062_at_grt = no
skew_ps = 0
fin_crit_sh_pct = 53.5
setup_viol = 0
tightest_slew_ps = 1040
min_period_ps = 28590
max_slew_margin_pct = 30.2
fmax_mhz = 35.0
hold_violations = 0

[placement]
place_inst = 9308
finalWeightedCongestion = 0.866
io_buffer_count = 130
dp_hpwl_um = 163000
place_area_mm2 = 0.0940

[critical_path]
critical_path.startpoint_type = input pin
crit_fanout = 55
cp-end-kind = output port
timing.critical_path.mode_cell = buf_4
path_class = in -> out
cpMaxStageDelayCell = buf_4
cp_cell_sequence = buf_8 > buf_4 > buf_4 > buf_4 > buf_4 > mux2i_1 > o221ai_1 > a21oi_1 > a22oi_1 > xnor2_1 > nand3_1 > or3_1 > or4_4 > buf_4 > buf_4 > a211oi_1 > a21oi_1 > clkdlybuf4s50_1
worstPathRequired_ps = 42720
regToRegSetupSlack_ps = 52820
cpPeakStageDelay_ps = 700
arrival_ps = 17910

[cts]
cts.htree.levels = 4
root_buffer = clkbuf_16
cts_tree = done
cts-buffers-inserted = 201
numClockSinks = 1920
insertion_delay_ps = 870
cts_resized = 0
hold_buffers = 0
clockBufferDepth = 3
postCtsSetupBuffers = 0
clk_pin_slew_ps = 60

[floorplan]
chipArea_mm2 = 0.295
pin_count = 132
core_area_mm2 = 0.291
fp-utilization_pct = 30.2
rows = 198
die_h_um = 543
die_w_um = 543

[flow_run]
tool_warnings = 27
cap_violations = 0

[power]
p_per_area_mw_per_mm2 = 33.9
power_mw = 3.40
p_leak_nw = 35.2
ir_drop_mv = 0.0398

[global_routing]
grt_pass1_wl_um = 410000
grt_max_degree = 70
grt_usage_pct = 21.4
grt.overflow.total = 0
antenna_found_initial = 18
grt_pass1_vias = 53637

[status]
run_status = finished, final reports clean

[worst_hold_path]
worstHoldPathType = reg -> reg
[worst paths after layout]
check	start	endpoint	depth (start not counted)
hold / removal	valid[22]$_DFF_P_	valid[22]$_DFF_P_	1
setup / recovery	current_pc[1]	predicted_next_pc[30]	18
setup reg to reg	valid[1]$_DFF_P_	valid[1]$_DFF_P_	1
hold reg to reg	valid[22]$_DFF_P_	valid[22]$_DFF_P_	1
[stage by stage]
step / hold slack, ps / worst slack (ps)
after floorplan: 421 / 28660
after global placement: 427 / 24880
after detailed placement: 435 / 24920
after CTS: 449 / 24890
after global routing: 466 / 24630
final: 448 / 24810
[per-layer routing]
| metal | part of all wire [%] | wire (um) | track usage, % | up-vias |
|---|---|---|---|---|
| met3 | 16 | 47800 | 15.7 | 634 |
| met1 | 31 | 89900 | 21.7 | 24627 |
| met4 | 4.8 | 14000 | 8.05 | 31 |
| met2 | 48 | 141000 | 33.3 | 3615 |
| met5 | 0.29 | 846 | 2.25 | - |
| li1 | - | - | - | 21071 |
[power by group]
| part | leakage [nW] | internal, mW | switching, mW | total, mW |
|---|---|---|---|---|
| logic | 13.9 | 0.106 | 0.190 | 0.295 |
| clock network | 3.04 | 0.759 | 0.589 | 1.35 |
| registers | 18.3 | 1.74 | 0.0197 | 1.76 |
| total | 35.2 | 2.60 | 0.799 | 3.40 |
[kinds of logic (layout without fill, tap and decap cells)]
group                    Yosys count  count (layout)  share of synthesized area, %
AND-OR/OR-AND                    319             319                          2.73
XOR/XNOR                          51              51                         0.509
adder cells (fa/ha/maj)            1               1                        0.0142
buffers and inverters            604             746                          2.82
flip-flops                      1920            1920                          65.3
multiplexers                     633             633                          13.9
other                              0              15                             0
AND/OR/NAND/NOR                 2106            2106                          14.7
[sequential cells by signal, indices dropped and copies added, names as in the netlist]
name   count
BTB     1024
tag      864
valid     32
[final cells by class]
type	instances	area, um2
Fill cell	26930	191000
Sequential cell	1920	57300
Multi-Input combinational cell	3110	28600
Clock buffer	269	5420
Tap cell	3900	4880
Timing Repair Buffer	371	3210
Clock inverter	99	825
Antenna cell	15	37.5
Inverter	7	31.3
[placed cells by master, fill, tap and decap left out, types with 26 or more instances in the layout]
cell and instances:
a21oi_1 38, clkinv_2 28, mux4_2 469, clkbuf_1 60, xnor2_1 31, nand2_1 48
edfxtp_1 1888, o22ai_1 31, nor2_4 26, clkbuf_16 206, a211oi_2 26, a22oi_1 47
and2_1 1570, clkinv_1 48, clkdlybuf4s50_1 125, buf_4 234, a211oi_1 29, and3_1 362
dfxtp_1 32, mux2i_1 160, a21o_1 32
[worst max-delay path: cells and delay by family]
family          cells  cell delay, ps
xor+xnor            1             180
simple gates        3            1090
compound gates      5            1380
mux                 1             170
buf+inv             8            4200
Power is estimated from default activity; no workload was simulated.

==> design.v <==
module BranchPredictor_2BitSaturation(
    input reset,
    input clk,
    input [31:0] update_pc,
    input [31:0] update_BTB,
    input update_taken,
    input [31:0] current_pc,
    output [31:0] predicted_next_pc,
    output predicted_branch_taken
    );
	integer i;
	wire tag_match;
	wire [4:0] update_index;
	wire [4:0] predict_index;
	assign update_index = update_pc[4:0];
	assign predict_index = current_pc[4:0];
	wire [1:0] next_PHT;
	reg [31:0] 		BTB[0:31];  
	reg [26:0] 		tag[0:31];  
	reg 	 	  valid[0:31];
	reg [1:0] 		PHT[0:31];  
	always @(posedge clk) begin
		if (reset) begin
    		for (i = 0; i < 32; i = i + 1) begin
    			BTB[i] <= 32'b0;
				tag[i] <= 27'b0;
				valid[i] <= 1'b0;
    			PHT[i] <= 2'b10;		 
			end
		end
    	else if (update_pc != ~32'b0) begin
			tag[update_index] <= update_pc[31:5];
			BTB[update_index] <= update_BTB;
			valid[update_index] <= 1'b1;
			PHT[update_index] <= next_PHT; 	 
    	end
  	end
	SaturationCounter saturation_counter(
		.branch_taken(update_taken),		 
		.current_state(PHT[update_index]),	 
		.next_state(next_PHT)				 
	);
	assign tag_match = (tag[predict_index] == current_pc[31:5]);
	assign predicted_next_pc = (valid[predict_index]) && (tag_match) && (PHT[predict_index][1])
								? BTB[predict_index]
								: current_pc + 4;
	assign predicted_branch_taken = (valid[predict_index]) && (tag_match) && (PHT[predict_index][1])
								? 1'b1
								: 1'b0;
endmodule
module SaturationCounter(
	input branch_taken,
	input [1:0] current_state,
	output reg [1:0] next_state
	);
    always @(*) begin
        case(current_state)
            2'b00: begin
				if(branch_taken) next_state = 2'b01;
				else next_state = 2'b00;
			end
			2'b01: begin
				if(branch_taken) next_state = 2'b10;
				else next_state = 2'b00;
			end
			2'b10: begin
				if(branch_taken) next_state = 2'b11;
				else next_state = 2'b01;
			end
			2'b11: begin
				if(branch_taken) next_state = 2'b11;
				else next_state = 2'b10;
			end
		endcase
	end
endmodule
==> run.sh <==
#!/bin/bash
# OpenROAD 26Q1-2900-gdf79404cd8, Yosys 0.63+post, stock flow scripts
make -C /OpenROAD-flow-scripts/flow DESIGN_CONFIG=/design/flow/config.mk WORK_HOME=/design/flow/orfs finish
==> config.mk <==
export PLATFORM = sky130hd
export DESIGN_NAME = BranchPredictor_2BitSaturation
export DESIGN_NICKNAME = BranchPredictor_2BitSaturation
export VERILOG_FILES = /design/flow/design.v
export SDC_FILE = /design/flow/constraint.sdc
export NUM_CORES = 4
export LEC_CHECK = 1
export CORE_UTILIZATION = 30
==> constraint.sdc <==
current_design BranchPredictor_2BitSaturation

set clk_period 40.4
set clk_io_pct 0.2

create_clock -name clk0 -period $clk_period [get_ports {clk}]

set non_clock_inputs [all_inputs -no_clocks]
set_input_delay [expr $clk_period * $clk_io_pct] -clock clk0 $non_clock_inputs
set_output_delay [expr $clk_period * $clk_io_pct] -clock clk0 [all_outputs]
==> summary.txt <==
fresh numbers from the pnr run: most frequent cell after synthesis=edfxtp_1, Synth Warn #=2, Worst setup SP type=input pin, flip-flops with a built-in enable=1952, pwr/cell area=45.2 nW/um^2, RSZ-0062 raised after global routing=no, number of buffers added on ports=131, Wirelength per Cell=30.0 um, number of cell rows=202, CTS Hold Buffers Added=0, placed inst area=96700 sq um, Critical Path RT=32.32 ns, critical path, cell by cell=buf_8 > buf_4 > buf_4 > buf_4 > mux4_2 > a22o_1 > a211oi_1 > or3_1 > nand4_1 > or4b_1 > nor3_2 > and2_2 > buf_4 > mux2i_1 > a221oi_1 > clkdlybuf4s50_1, Mapped Cells=6097, share of cells above drive strength 1=17.1%, worst relative slew slack=31.2%, Root Buffer=clkbuf_16, VDD IR max=0.0000339 V, Switching Power=1.12 mW, Combinational Power Share=9.8%, Vias/cell=5.54, slowest CP cell=buf_4, area share of the leading cell type in the synthesized netlist=64.1%, library cells used by synthesis=65, status=finished clean, sequential power share=51.6%, Core Footprint=303000 sq um, CTS tree=yes, Layout Cells excl Fill=9991, TritonCTS Buffers=196, H-tree depth=4, drc violations=0, Tmin final=22.74 ns, pre-CTS setup slack=17.65 ns, max-cap violations=0, asr flop ratio synth=0%, overall power after layout=4.65 mW, worst min-delay path class=reg2reg, synthesized cell area=91500 sq um, area leader, netlist=edfxtp_1, top routing layer in use=met5, Setup crit end kind=output port, period utilisation layout=56.3%, routed vias=55300, I/O pin cnt=132, final max-slew violation count=0, Clock Power Share=38.6%, YS chip area=91500 sq um, Leak Pwr=40.7 nW, Initial DRC Count=4228, Total Die Area=307000 sq um, routability cong.=0.898, Worst path max stage delay=0.72 ns, post-cts resize count=0, Yosys Instances=6097, clk buf depth=4, first-pass GRT wire length=425000 um, routed wire length=300000 um, TritonRoute pass-1 iters=6, post-route antenna net violation count=0, number of setup buffers added after CTS=0, internal cell power=3.53 mW, type of the worst setup path=in2out, Worst Skew=0.0243 ns, WL met1=99000 um, final setup margin=17.66 ns, post-route setup TNS=0 ns, syn avg cell area=15.0 sq um, Area contributors post-synth=edfxtp_1 (64%), and3_1 (13%), mux4_2 (12%), Final Hold Viols=0, Design Area, Final=103000 sq um, hpwl dp=162000 um, Post-synth regs=1984, vias in the first global route=58400, Die Span Y=554 um, fin util=33.9%, clk latency late pin=0.86 ns, Sw Ratio=24.2%, Log Warnings=47, crit path max fanout=62, DR WL met2=136000 um, clock-pin slew on the worst setup and hold paths=0.06 ns, floorplan utilization=30.2%, largest net degree at the start of global routing=152, fmax=44.0 MHz, GRT Overall Usage=20.6%, final setup violation count=0, actual slew at the worst max-slew pin=1.03 ns, most frequent CP cell=buf_4, routed wl met3=53000 um, Placed Instances=9633, main flop type=edfxtp_1, # clock sinks=1984, WHS=0.451 ns, grt total ovfl=0, synth cell count leaders=edfxtp_1 (1952), and3_1 (1898), clkbuf_1 (691), number of antenna violations at the first check in global routing=18, CP arrival=14.66 ns, Synth-to-Final Area Change=12.4%, die width=554 um, Seq share, synth=64.8%
## layer usage
layer,GRT usage (%),up-vias
met3,16.3,575
met1,22.8,27300
met2,30.2,3924
met4,6.06,24
li1,-,23500
met5,1.14,-
## final cells by class
class / instances / area (sq um)
Clock inverter: 96 / 870
Tap cell: 3978 / 4980
Multi-Input combinational cell: 3296 / 29200
Sequential cell: 1984 / 59300
Timing Repair Buffer: 366 / 3220
Antenna cell: 7 / 17.5
Fill cell: 28100 / 200000
Inverter: 9 / 42.5
Clock buffer: 255 / 5210
## power groups by stage
stage	registers [mW]	logic, mW	clock network [mW]
final	2.40	0.455	1.80
after CTS	2.40	0.452	1.81
after global routing	2.41	0.477	1.89
## flip-flops by register name, indices dropped and copies added, names as in the netlist
signal,flops
BTB,1024
PHT,64
tag,864
valid,32
## cells by family (layout without fill, tap and decap cells)
family	count (synthesis)	count (layout)	share of synthesized area, %
xor gates and xnor gates	40	40	0.383
adders and majority gates	3	3	0.0356
DFF	1984	1984	64.8
AOI/OAI and AO/OA	295	295	2.33
other	0	7	0
buffers and inverters	817	726	3.65
and+or+nand+nor	2286	2286	15.0
muxes	672	672	13.8
## worst paths after layout
kind / start / to / slack, ns / cells after the start
setup / recovery: current_pc[1] / predicted_next_pc[6] / 17.66 / 16
hold / removal: valid[8]$_DFF_P_ / valid[8]$_DFF_P_ / 0.45 / 1
setup reg to reg: PHT[31][1]$_SDFFCE_PN1P_ / PHT[12][1]$_SDFFCE_PN1P_ / 37.77 / 7
hold reg to reg: valid[8]$_DFF_P_ / valid[8]$_DFF_P_ / 0.45 / 1
## layout by cell type, fill, tap and decap left out, types with 26 or more instances in the layout
| cell type | Yosys | layout |
|---|---|---|
| edfxtp_1 | 1952 | 1952 |
| and3_1 | 1898 | 1896 |
| mux4_2 | 471 | 471 |
| buf_4 | 28 | 225 |
| clkbuf_16 | 0 | 200 |
| mux2i_1 | 198 | 197 |
| clkdlybuf4s50_1 | 0 | 126 |
| nand2_1 | 128 | 104 |
| nor2_1 | 105 | 102 |
| clkbuf_1 | 691 | 55 |
| a21oi_1 | 49 | 49 |
| a22oi_1 | 46 | 46 |
| clkinv_1 | 0 | 46 |
| o221ai_1 | 44 | 44 |
| a21o_1 | 32 | 32 |
| dfxtp_1 | 32 | 32 |
| nand3_1 | 29 | 29 |
| nand4_1 | 28 | 28 |
| clkinv_2 | 0 | 27 |
| xnor2_1 | 26 | 26 |
## critical path, delay by kind of cell
kind	cells	cell delay [ns]
buffers and inverters	6	3.50
AND-OR/OR-AND	3	0.85
AND/OR/NAND/NOR	5	1.50
multiplexers	2	0.57
Power and IR drop assume default switching activity.

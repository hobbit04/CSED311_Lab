[design/flow/config.mk]
export PLATFORM = sky130hd
export DESIGN_NAME = BranchPredictor_2BitHysteresis
export DESIGN_NICKNAME = BranchPredictor_2BitHysteresis
export VERILOG_FILES = /design/flow/design.v
export SDC_FILE = /design/flow/constraint.sdc
export NUM_CORES = 4
export LEC_CHECK = 1
export CORE_UTILIZATION = 50
[design/flow/constraint.sdc]
current_design BranchPredictor_2BitHysteresis

set clk_period 22.5
set clk_io_pct 0.2

create_clock -name clk0 -period $clk_period [get_ports {clk}]

set non_clock_inputs [all_inputs -no_clocks]
set_input_delay [expr $clk_period * $clk_io_pct] -clock clk0 $non_clock_inputs
set_output_delay [expr $clk_period * $clk_io_pct] -clock clk0 [all_outputs]
[design/flow/design.v]
module BranchPredictor_2BitHysteresis(
    input reset,
    input clk,
    input [31:0] update_pc,
    input [31:0] update_BTB,
    input update_taken,
    input [31:0] current_pc,
    output [31:0] predicted_next_pc,
    output predicted_branch_taken
    );
	integer i;
	wire tag_match;
	wire [4:0] update_index;
	wire [4:0] predict_index;
	assign update_index = update_pc[4:0];
	assign predict_index = current_pc[4:0];
	wire [1:0] next_PHT;
	reg [31:0] 		BTB[0:31];  
	reg [26:0] 		tag[0:31];  
	reg 	 	  valid[0:31];
	reg [1:0] 		PHT[0:31];  
	always @(posedge clk) begin
		if (reset) begin
    		for (i = 0; i < 32; i = i + 1) begin
    			BTB[i] <= 32'b0;
				tag[i] <= 27'b0;
				valid[i] <= 1'b0;
    			PHT[i] <= 2'b10;		 
			end
		end
    	else if (update_pc != ~32'b0) begin
			tag[update_index] <= update_pc[31:5];
			BTB[update_index] <= update_BTB;
			valid[update_index] <= 1'b1;
			PHT[update_index] <= next_PHT; 	 
    	end
  	end
	HysteresisCounter hysteresis_counter(
		.branch_taken(update_taken),		 
		.current_state(PHT[update_index]),	 
		.next_state(next_PHT)				 
	);
	assign tag_match = (tag[predict_index] == current_pc[31:5]);
	assign predicted_next_pc = (valid[predict_index]) && (tag_match) && (PHT[predict_index][1])
								? BTB[predict_index]
								: current_pc + 4;
	assign predicted_branch_taken = (valid[predict_index]) && (tag_match) && (PHT[predict_index][1])
								? 1'b1
								: 1'b0;
endmodule
module HysteresisCounter(
	input branch_taken,
	input [1:0] current_state,
	output reg [1:0] next_state
	);
    always @(*) begin
        case(current_state)
            2'b00: begin
				if(branch_taken) next_state = 2'b01;
				else next_state = 2'b00;
			end
			2'b01: begin
				if(branch_taken) next_state = 2'b11;
				else next_state = 2'b00;
			end
			2'b10: begin
				if(branch_taken) next_state = 2'b11;
				else next_state = 2'b00;
			end
			2'b11: begin
				if(branch_taken) next_state = 2'b11;
				else next_state = 2'b10;
			end
		endcase
	end
endmodule
[design/flow/run.sh]
#!/bin/bash
# OpenROAD 26Q1-2900-gdf79404cd8, Yosys 0.63+post, stock flow scripts
make -C /OpenROAD-flow-scripts/flow DESIGN_CONFIG=/design/flow/config.mk WORK_HOME=/design/flow/orfs finish
==> results_slide.txt <==
Run Summary

Floorplanning
  – Die H: 428 µm
  – FP Rows: 155
  – Floorplan utilization: 50.6%
  – Die footprint: 183000 µm²
  – I/O pin cnt: 132
  – CORE AREA: ~180000 µm²
  – Die Wd: around 430 µm

Logic synthesis
  – Top non-seq family: simple AND/OR/NAND/NOR gates
  – Mux share: 13.9%
  – Top cells by area: edfxtp_1 65%, and2_1 13%, mux4_2 12%, clkbuf_1 1.9%, mux2i_1 1.4%
  – Yosys stat chip area: 90700 µm²
  – Synthesis Warnings: 2
  – Xor+xnor area frac: less than 1%
  – Flops & latches, synth: 1984
  – Leading area contributor after synthesis: edfxtp_1
  – Adders+Majority by Area: less than 1%
  – Syn Inst Count: 5818
  – Ys cells: 5818
  – Aoi share: 2.42%
  – Ys async rst share: 0%
  – Seq share, synth: 65.4%
  – Synth Area in Simple Gates: 15.0%
  – Number of enable flip-flop cells: between 1500 and 2000
  – Cell Area, Synth: just over 90000 µm²
  – Main flop type: edfxtp_1
  – Avg Cell Area, Syn: 15.6 µm²
  – Distinct lib cells: slightly below 70
  – Share of the synthesized area in the top cell type: between 60 and 70%

Outcome
  – Status: finished clean

Power and ir drop
  – Cell area power density: between 80 and 90 nW/µm²
  – VDD IR max: 0.0697 mV
  – Leak: roughly 35 nW

Clock network
  – Clock latency (worst-skew pair): 850 ps
  – CTS Buf Count: 209
  – Clock transition at the register clock pins on the worst setup and hold paths after CTS: roughly 60 ps
  – Setup bufs post-CTS: 0
  – Hold-fix buffers at CTS: 0
  – CTS resizes: 0
  – CTS Buffer Depth: 3
  – H-tree depth: 4
  – CTS Sinks: 1984
  – CTS tree: yes
  – Clock Tree Root: clkbuf_16

STA
  – Final setup fails: 0
  – Worst-Margin Slew: 1070 ps
  – Peak Freq: 0.0639 GHz
  – RSZ-0062 raised after global routing: no
  – Final Hold Fails: 0
  – Cycle use final: a little over two thirds
  – Worst Hold Slack: around 450 ps
  – Final Max Slew Viols: 0
  – Clock Skew: roughly 20 ps
  – Setup TNS: 0 ps
  – Fin crit period: 15660 ps
  – Slew headroom: between 20% and 30%

Worst setup path
  – R2R setup slack: 19690 ps
  – Worst setup SP type: input pin
  – Critical path arrival: 11160 ps
  – Crit. End Element: primary output
  – Worst setup path category: in -> out
  – R2R depth: 7
  – Worst endpoint required time: 18000 ps
  – Max FO, Critical Path: 49

Placement
  – I/O Buffers: 131
  – Post-DP HPWL: about 180000 µm
  – Placer Congestion: 0.958

GRT
  – Met2 GRT Util: 54.3%
  – Met1 GRT Util: 46.5%
  – Grt ovf: 0
  – Initial antenna violation count: 29
  – Grt peak-use layer: met2
  – Largest net degree at the start of global routing: 99
  – Vias in the first global route: about 55000
  – GRT Util Overall: 38.8%
  – Met3 GRT Util: between 20% and 30%
  – First-pass GRT wire length: ~440000 µm

Routing
  – Iteration-0 DRC Markers: 3766
  – Routed vias: approximately 52000
  – Antenna-violating nets left: 0
  – Vias per cell: 6.19
  – Drt drc: 0
  – Drt first pass iters: 5
  – WL final: about 310000 µm
  – WL/cell: 37.4 µm

Final layout
  – Final core occ: 56.6%
  – Layout area overhead: 11.9%
  – Layout cell share with drive strength beyond 1: 18.7%

Run
  – Max-cap violation count: 0
  – OpenROAD warnings: 27

Min path
  – Hold path cells: 1
  – Worst hold path type: reg -> reg
[final timing paths]
check,from,endpoint
setup / recovery,current_pc[0],predicted_next_pc[5]
hold / removal,valid[17],valid[17]
setup reg to reg,PHT[19][0],PHT[24][1]
hold reg to reg,valid[17],valid[17]
[synthesized netlist by cell type (6+ instances only)]
master / count
nor4_1: 7
a21o_1: 33
nand3_1: 33
o21ai_0: 49
mux2_2: 19
xor2_1: 27
and3_1: 9
a221oi_1: 10
inv_1: 10
nor2_1: 58
buf_4: 16
and2_1: 1953
a22oi_1: 28
and4_1: 6
o221ai_1: 33
o22ai_1: 19
mux2i_1: 124
nand2_1: 119
a22o_1: 15
xnor2_1: 20
nor3_1: 8
a21oi_1: 44
nor2b_1: 14
clkbuf_1: 468
a211oi_1: 29
buf_2: 63
dfxtp_1: 32
buf_1: 6
edfxtp_1: 1952
a211o_1: 9
mux4_2: 496
buf_6: 17
nand4_1: 14
[report_power, final]
| group | internal, mW | switching [mW] |
|---|---|---|
| clock network | 1.77 | 1.43 |
| logic | 0.262 | 0.495 |
| registers | 4.26 | 0.0506 |
| total | 6.30 | 1.97 |
[routing by layer]
metal | vias up | wire length (µm) | share of wire [%]
met5 | - | 400 | 0.13
met4 | 23 | 19900 | 6.3
met3 | 736 | 54800 | 17
met2 | 3979 | 145000 | 46
li1 | 21600 | - | -
met1 | 25700 | 94300 | 30
[flip-flops by register name (all words and copies together), names as in the netlist]
register  flops
tag         864
PHT          64
BTB        1024
valid        32
[cell families after synthesis]
family                   Yosys count
XOR/XNOR                          47
AND/OR/NAND/NOR                 2249
buffers and inverters            585
flip-flops                      1984
multiplexers                     641
AND-OR/OR-AND                    309
adder cells (fa/ha/maj)            3
[final cells by class]
type	count	area (µm²)
inverters	13	56.3
well taps	2355	2950
clock buffers	284	5590
clock inverters	97	609
fillers	13500	77700
repair buffers	398	3390
diodes	30	75.1
multi-input cells	3249	29600
flip-flops and latches	1984	59300
[through the flow]
stage / instance area (µm²) / power, mW / setup WS (ps) / std cells
2_1_floorplan: 90700 / 4.79 / 10680 / 5818
6_report: 101000 / 8.27 / 6840 / 8410
4_1_cts: 101000 / 8.30 / 6830 / 8380
5_1_grt: 101000 / 8.49 / 6420 / 8399
3_5_place_dp: 95200 / 5.13 / 6840 / 7999
3_3_place_gp: 95200 / 5.13 / 6780 / 7999
[layout by cell type, fill, tap and decap left out, types with 44 or more instances in the layout]
| cell | count |
|---|---|
| edfxtp_1 | 1952 |
| clkdlybuf4s50_1 | 126 |
| buf_4 | 262 |
| a21oi_1 | 44 |
| clkinv_1 | 56 |
| clkbuf_1 | 69 |
| and2_1 | 1953 |
| mux2i_1 | 124 |
| mux4_2 | 496 |
| clkbuf_16 | 211 |
| nand2_1 | 119 |
[critical path, stage by stage]
cell,delay [ps]
buf_8,400
buf_4,720
buf_4,640
buf_4,650
or3b_1,380
o22ai_1,130
a2111oi_0,850
nor4_1,130
a21oi_1,180
nand4_1,350
nor4b_2,490
nand3_4,500
mux2_2,470
o211a_1,200
clkdlybuf4s50_1,430
Power is estimated from default activity; no workload was simulated.

## ./design.v

```verilog
module BranchPredictor_Gshare(
    input reset,
    input clk,
    input [31:0] update_pc,
    input [31:0] update_BTB,
    input update_taken,
    input [31:0] current_pc,
    output [31:0] predicted_next_pc,
    output predicted_branch_taken
    );
	integer i;
	wire tag_match;
	wire [4:0] update_BTB_index;
	wire [4:0] update_PHT_index;
	wire [4:0] predict_BTB_index;
	wire [4:0] predict_PHT_index;
	assign update_BTB_index = update_pc[4:0];
	assign update_PHT_index = ID_EX_PHT_index;
	assign predict_BTB_index = current_pc[4:0];
	assign predict_PHT_index = current_pc[4:0] ^ BHSR[4:0];
	reg [4:0] IF_ID_PHT_index;
	reg [4:0] ID_EX_PHT_index;
	always @(posedge clk) begin
		if (reset) begin
			IF_ID_PHT_index <= 5'b0;
			ID_EX_PHT_index <= 5'b0;
		end
		else begin
			IF_ID_PHT_index <= predict_PHT_index;
			ID_EX_PHT_index <= IF_ID_PHT_index;
		end
	end
	wire [1:0] next_PHT;
	reg [31:0] 		BTB[0:31];  
	reg [26:0] 		tag[0:31];  
	reg 	 	  valid[0:31];
	reg [1:0] 		PHT[0:31];  
	reg [4:0] 		BHSR;
	always @(posedge clk) begin
		if (reset) begin
    		for (i = 0; i < 32; i = i + 1) begin
    			BTB[i] <= 32'b0;
				tag[i] <= 27'b0;
				valid[i] <= 1'b0;
    			PHT[i] <= 2'b10;		 
			end
			BHSR <= 5'b0;
    	end
    	else if (update_pc != ~32'b0) begin
			tag[update_BTB_index] <= update_pc[31:5];
			BTB[update_BTB_index] <= update_BTB;
			valid[update_BTB_index] <= 1'b1;
			PHT[update_PHT_index] <= next_PHT; 	 
			BHSR <= {BHSR[3:0], update_taken};
    	end
  	end
	SaturationCounter saturation_counter(
		.branch_taken(update_taken),				 
		.current_state(PHT[update_PHT_index]),		 
		.next_state(next_PHT)						 
	);
	assign tag_match = (tag[predict_BTB_index] == current_pc[31:5]);
	assign predicted_next_pc = (valid[predict_BTB_index]) && (tag_match) && (PHT[predict_PHT_index][1])
								? BTB[predict_BTB_index]
								: current_pc + 4;
	assign predicted_branch_taken = (valid[predict_BTB_index]) && (tag_match) && (PHT[predict_PHT_index][1])
								? 1'b1
								: 1'b0;
endmodule
module SaturationCounter(
	input branch_taken,
	input [1:0] current_state,
	output reg [1:0] next_state
	);
    always @(*) begin
        case(current_state)
            2'b00: begin
				if(branch_taken) next_state = 2'b01;
				else next_state = 2'b00;
			end
			2'b01: begin
				if(branch_taken) next_state = 2'b10;
				else next_state = 2'b00;
			end
			2'b10: begin
				if(branch_taken) next_state = 2'b11;
				else next_state = 2'b01;
			end
			2'b11: begin
				if(branch_taken) next_state = 2'b11;
				else next_state = 2'b10;
			end
		endcase
	end
endmodule
```

## ./run.sh

```bash
#!/bin/bash
# OpenROAD 26Q1-2900-gdf79404cd8, Yosys 0.63+post, stock flow scripts
make -C /OpenROAD-flow-scripts/flow DESIGN_CONFIG=/design/flow/config.mk WORK_HOME=/design/flow/orfs finish
```

## ./config.mk

```make
export PLATFORM = sky130hd
export DESIGN_NAME = BranchPredictor_Gshare
export DESIGN_NICKNAME = BranchPredictor_Gshare
export VERILOG_FILES = /design/flow/design.v
export SDC_FILE = /design/flow/constraint.sdc
export NUM_CORES = 4
export LEC_CHECK = 1
export CORE_UTILIZATION = 50
```

## ./constraint.sdc

```tcl
current_design BranchPredictor_Gshare

set clk_period 41.6
set clk_io_pct 0.2

create_clock -name clk0 -period $clk_period [get_ports {clk}]

set non_clock_inputs [all_inputs -no_clocks]
set_input_delay [expr $clk_period * $clk_io_pct] -clock clk0 $non_clock_inputs
set_output_delay [expr $clk_period * $clk_io_pct] -clock clk0 [all_outputs]
```

==> impl_metrics.env <==
# implementation run metrics
export IMPL_worstReg2RegStart="ID_EX_PHT_index[0]"
export IMPL_worstHoldStart="IF_ID_PHT_index[2]"
export IMPL_syn_area_mm2=0.0916
export IMPL_grt_max_degree=95
export IMPL_yosys_area_mm2=0.0916
export IMPL_core_rowCount=156
export IMPL_fin_tns_setup_ns=0
export IMPL_cts_setup_buffers=0
export IMPL_holdWs_ns=0.440
export IMPL_synth_edff_count=1952
export IMPL_rrSetupSlack_ns=37.92
export IMPL_drc_errors=0
export IMPL_dp_slack_ns=18.31
export IMPL_rsz0062_at_grt="no"
export IMPL_ys_seq_share_pct=65.0
export IMPL_ir_worst_vdd_mv=0.0377
export IMPL_drtPass1Iterations=7
export IMPL_grt_overflow=0
export IMPL_gp_congestion=0.928
export IMPL_h_tree_depth=4
export IMPL_first_global_vias=54403
export IMPL_hold_buffers=0
export IMPL_initial_core_util_pct=50.5
export IMPL_warning_count=26
export IMPL_critical_path_class="input port to primary output"
export IMPL_core_area_mm2=0.181
export IMPL_grt_pass1_wl_um=419000
export IMPL_wl_per_cell_um=35.5
export IMPL_reg2reg_depth=8
export IMPL_synth_avg_cell_area_um2=15.6
export IMPL_r2r_end="PHT[25][0]"
export IMPL_yosysWarnings=2
export IMPL_power_density_mw_per_mm2=43.9
export IMPL_crit_path_max_fanout=52
export IMPL_grtUsageTotal_pct=36.8
export IMPL_setup_viol_count_final=0
export IMPL_fin_ws_ns=18.38
export IMPL_dieWidth_um=430
export IMPL_clk_pin_slew_worst_paths_ns=0.06
export IMPL_fillCellCount=13478
export IMPL_clkSinkCount=1999
export IMPL_port_buffers=131
export IMPL_cts_resized=0
export IMPL_clock_fmax_mhz=43.1
export IMPL_synth_cell_types=64
export IMPL_lay_top_count="edfxtp_1"
export IMPL_antenna_found_initial=16
export IMPL_worstSetupStartpointType="input port"
export IMPL_dp_cells=8064
export IMPL_die_area_mm2=0.185
export IMPL_finalCriticalPeriod_ns=23.22
export IMPL_async_flop_share_pct=0
export IMPL_hp_class="register to register"
export IMPL_clock_root_buffer="clkbuf_16"
export IMPL_die_size_y_um=430
export IMPL_ys_cells=5881
export IMPL_dpl_hpwl_um=170000
export IMPL_layout_cells_most_common_list="edfxtp_1, and2_1, mux4_2"
export IMPL_finClkSkew_ns=0.0189
export IMPL_report_final_slew_viol_count=0
export IMPL_drive_gt1_share_pct=19.1
export IMPL_cts_buffer_depth=3
export IMPL_detailedRoute_firstIterationViolations=3664
export IMPL_critPathCaptureType="primary output"
export IMPL_period_used_pct=55.8
export IMPL_worst_slew_margin_rel_pct=23.7
export IMPL_p_leak_nw=35.4
export IMPL_routed_wl_um=300000
export IMPL_area_growth_pct=11.9
export IMPL_cts_tree="built"
export IMPL_clock_latency_ns=0.84
export IMPL_ys_seq_elements=1999
export IMPL_ios=132
export IMPL_worstPathRequired_ns=33.28
export IMPL_worstPathArrival_ns=14.90
export IMPL_place_area_mm2=0.0962
export IMPL_syn_inst=5881
export IMPL_whs_path_depth=1
export IMPL_avgViaCountPerCell=6.11
export IMPL_via_count=51715
export IMPL_final_area_mm2=0.103
export IMPL_drtAntennaViolNets=0
export IMPL_maxCapViolations=0
export IMPL_synth_top_flop_cell="edfxtp_1"
export IMPL_worst_slew_pin_transition_ns=1.14
export IMPL_numCtsBuffers=208
export IMPL_final_hold_viol_count=0
export IMPL_min_to="ID_EX_PHT_index[2]"
export IMPL_status="complete, no violations"
export IMPL_instances_no_fill=8462
-- worst max-delay path, cell delays in order --
cell and delay (ns):
buf_8 0.43, buf_4 0.65, buf_4 0.59, buf_4 0.63
mux4_2 0.59, mux2_2 0.27, a221oi_1 0.59, nor3_1 0.10
nor3_1 0.21, nand4_1 0.31, or3_4 0.57, nor4_4 0.31
buf_4 0.41, mux2i_1 0.24, clkdlybuf4s50_1 0.51
-- through the flow --
step	total power, mW	util [%]
after detailed placement	2.79	53.1
after CTS	4.52	56.5
final	4.50	56.5
after floorplan	2.61	-
after global routing	4.62	56.5
after global placement	2.78	53.1
-- sequential cells by signal, summed over array words and instances, names as in the netlist --
| register | count |
|---|---|
| ID_EX_PHT_index | 5 |
| valid | 32 |
| tag | 864 |
| BHSR | 5 |
| PHT | 64 |
| BTB | 1024 |
| IF_ID_PHT_index | 5 |
-- cell families after synthesis --
group,Yosys count,synth area share (%)
AOI/OAI and AO/OA,300,2.25
adders and majority gates,3,0.0355
muxes,703,14.7
DFF,1999,65.0
xor gates and xnor gates,46,0.440
buffers and inverters,603,2.77
and+or+nand+nor,2227,14.8
-- routing by layer --
metal	GRT usage [%]	vias to the layer above	share of wire [%]
met5	1.25	-	0.079
met4	17.4	16	6.5
met3	23.8	691	16
met2	51.6	3526	46
met1	46.7	25648	32
li1	-	21834	-
-- final cells by class --
type                    count  area [um^2]  share of cell area [%]
diodes                     15         37.5                  0.0366
clock buffers             278         5550                    5.41
clock inverters           105          728                   0.710
inverters                  12         52.6                  0.0513
multi-input cells        3279        30200                    29.4
flip-flops and latches   1999        59600                    58.1
well taps                2370         2970                    2.89
repair buffers            404         3480                    3.39
-- synthesized netlist by cell type, drive strengths merged, types with 2 or more instances --
library cell / number / area [um^2]
inv: 12 / 45.0
o21ai: 99 / 495
o221ai: 27 / 236
or3: 5 / 36.3
a21oi: 16 / 80.1
a211o: 6 / 52.6
a22oi: 21 / 158
or4: 2 / 15.0
nand4: 20 / 125
mux4: 510 / 11500
mux2: 22 / 248
o211ai: 2 / 15.0
a22o: 16 / 140
xnor2: 17 / 149
nor3: 46 / 230
nand2b: 4 / 25.0
nor3b: 2 / 20.0
xor2: 29 / 254
nor2: 83 / 312
and4: 3 / 26.3
a211oi: 22 / 195
mux2i: 171 / 1710
nor2b: 17 / 106
nor4: 5 / 52.6
o22ai: 26 / 163
buf: 100 / 648
nand3b: 9 / 67.6
a21o: 33 / 248
edfxtp: 1952 / 58600
and2: 1896 / 11900
maj3: 2 / 20.0
or3b: 4 / 35.0
or2: 2 / 12.5
and3b: 4 / 35.0
a221oi: 21 / 184
o21a: 4 / 30.0
nor4b: 6 / 77.6
clkbuf: 491 / 1840
nand3: 19 / 95.1
dfxtp: 47 / 941
and3: 17 / 106
nand2: 81 / 304
-- report_power, final --
group | internal, mW | switching, mW | leakage (nW)
Combinational | 0.145 | 0.257 | 13.4
Sequential | 2.32 | 0.0276 | 18.9
Clock | 0.976 | 0.778 | 3.07
Total | 3.44 | 1.06 | 35.4
-- worst max path at each step --
stage        startpoint  slack, ns                    end
6_report  current_pc[0]      18.38  predicted_next_pc[19]
5_1_grt   current_pc[0]      18.01  predicted_next_pc[10]
4_1_cts   current_pc[0]      18.29  predicted_next_pc[19]
Power and IR drop assume default switching activity.
